<file path="flow/run.sh">
#!/bin/bash
# OpenROAD 26Q1-2900-gdf79404cd8, Yosys 0.63+post, stock flow scripts
make -C /OpenROAD-flow-scripts/flow DESIGN_CONFIG=/design/flow/config.mk WORK_HOME=/design/flow/orfs finish
</file>
<file path="flow/config.mk">
export PLATFORM = sky130hd
export DESIGN_NAME = QSPI_Master
export DESIGN_NICKNAME = QSPI_Master
export VERILOG_FILES = /design/flow/design.v
export SDC_FILE = /design/flow/constraint.sdc
export NUM_CORES = 4
export LEC_CHECK = 1
export CORE_UTILIZATION = 30
</file>
<file path="flow/constraint.sdc">
current_design QSPI_Master

set clk_period 7.3
set clk_io_pct 0.2

create_clock -name clk0 -period $clk_period [get_ports {sys_clk}]

set non_clock_inputs [all_inputs -no_clocks]
set_input_delay [expr $clk_period * $clk_io_pct] -clock clk0 $non_clock_inputs
set_output_delay [expr $clk_period * $clk_io_pct] -clock clk0 [all_outputs]
</file>
<file path="flow/design.v">
`timescale 1ns/1ns
module QSPI_Master
#(parameter DATA_WIDTH = 8,
            CPOL = 0,
            CPHA = 0,
            CLOCK_DIVIDER = 1,
            DUMMY_CYCLES = 0
)
(
    input logic sys_clk,
    input logic nrst,
    input logic [1:0] sel_mode,  
    input logic operation,  
    input logic trigger_transmission,
    input logic [DATA_WIDTH-1:0] wr_data,
    output logic [DATA_WIDTH-1:0] rd_data,
    output logic chip_select,
    output logic sclk,
    inout  wire [3:0] IO
);
int clk_count,transmit_count,dummy_cycle_count,dummy_limit_sync,limit;
logic divided_clk;
typedef enum logic [1:0] { IDLE, TRANSMISSION, DUMMY, FINISH} state_t;
state_t current_state,next_state;
logic dummy_enable, dummy_cycles_done,transaction_done,read_done;
logic cpol_sync,cpha_sync,operation_sync;
logic [1:0] sel_mode_sync;
logic [3:0] enable_io,io_int;
logic [DATA_WIDTH-1:0] write_data_buffer,read_data_buffer;
task automatic write_shift(
    input  logic [1:0] sel_mode_sync,
    input  logic [DATA_WIDTH-1:0] write_data_buffer,
    input  int transmit_count,
    output logic [3:0] io_int);
    case (sel_mode_sync)
        2'b00: io_int[0] = write_data_buffer[transmit_count];
        2'b01: begin
            io_int[0] = write_data_buffer[transmit_count];
            io_int[1] = write_data_buffer[transmit_count-1];
        end
        2'b10: begin
            io_int[0] = write_data_buffer[transmit_count];
            io_int[1] = write_data_buffer[transmit_count-1];
            io_int[2] = write_data_buffer[transmit_count-2];
            io_int[3] = write_data_buffer[transmit_count-3];
        end
    endcase
endtask 
task automatic read_shift(
    input logic [1:0] sel_mode_sync,
    input int transmit_count,
    input logic read_done,
    output logic [DATA_WIDTH-1:0] read_data_buffer);
    if(~read_done) begin 
    case(sel_mode_sync)
        2'b00: read_data_buffer[transmit_count] = IO[1];
        2'b01: begin
            read_data_buffer[transmit_count] = IO[0];
            read_data_buffer[transmit_count-1] = IO[1];
        end
        2'b10: begin
            read_data_buffer[transmit_count] = IO[0];
            read_data_buffer[transmit_count-1] = IO[1];
            read_data_buffer[transmit_count-2] = IO[2];
            read_data_buffer[transmit_count-3] = IO[3];
        end    
    endcase
    end
endtask
always_ff @(posedge sys_clk, negedge nrst) begin 
    if(~nrst) begin 
        clk_count <= 0;
        divided_clk <= 0;
    end else begin 
        if(clk_count == CLOCK_DIVIDER-1) begin 
            divided_clk <= ~divided_clk;
            clk_count <= 0;
        end else begin
            clk_count <= clk_count + 1;
        end
    end 
end 
always_ff @(posedge divided_clk or negedge nrst) begin 
    if(~nrst) begin 
        current_state <= IDLE;
        next_state <= IDLE;
        dummy_enable <= 0;
        transaction_done <= 1;
        cpol_sync <= 0;
        cpha_sync <= 0;
        operation_sync <= 0;
        sel_mode_sync <= 0;
        chip_select <= 1;
        dummy_cycle_count<= 0;
        dummy_limit_sync <= 0;
        write_data_buffer <= 0;
        rd_data <= 0;
    end else begin 
        current_state <= next_state;
        if(current_state == IDLE) begin 
            if(trigger_transmission && transaction_done) begin 
                transaction_done <= 0;
                cpol_sync <= CPOL;
                cpha_sync <= CPHA;
                operation_sync <= operation;
                sel_mode_sync <= sel_mode;
                dummy_enable <= (DUMMY_CYCLES != 0) && (!operation);
                dummy_limit_sync <= DUMMY_CYCLES;
                next_state <= TRANSMISSION;
            end
        end else if(current_state == TRANSMISSION) begin 
            chip_select <= 0;
            if(operation_sync) begin 
                write_data_buffer <= wr_data;
                case(sel_mode_sync)
                    2'b00 : begin enable_io <= 1; limit <= 0; end
                    2'b01 : begin enable_io <= 3; limit <= 1; end
                    2'b10 : begin enable_io <= {4{1'b1}}; limit <= 3; end
                endcase
            end else begin 
                enable_io <= {4{1'b0}};
                case(sel_mode_sync)
                    2'b00 : limit <= 0;
                    2'b01 : limit <= 1;
                    2'b10 : limit <= 3;
                endcase
            end    
            if (sel_mode_sync == 2'b00) begin 
                if(transmit_count == 0) begin 
                    if(dummy_enable) begin 
                        next_state <= DUMMY;
                    end else begin 
                        next_state <= FINISH;
                    end
                end
            end else if (sel_mode_sync == 2'b01) begin 
                if(transmit_count == 1) begin
                    if(dummy_enable) begin 
                        next_state <= DUMMY;
                    end else begin 
                        next_state <= FINISH;
                    end
                end
            end else if (sel_mode_sync == 2'b10) begin 
                if(transmit_count == 3) begin 
                    if(dummy_enable) begin 
                        next_state <= DUMMY;
                    end else begin 
                        next_state <= FINISH;
                    end
                end 
            end
        end else if (current_state == DUMMY) begin 
                if(dummy_cycles_done) begin
                    next_state <= FINISH;
                end
        end else if (current_state == FINISH) begin 
            chip_select <= 1;
            next_state <= IDLE;
            write_data_buffer <= 0;
            transaction_done <= 1;
            if(~operation_sync) begin 
                rd_data <= read_data_buffer;
            end
        end
    end 
end 
always_ff @(posedge sclk or negedge nrst) begin 
    if(~nrst) begin
        transmit_count <= DATA_WIDTH-1;
        dummy_cycles_done <= 0;
    end else begin 
        if(current_state == TRANSMISSION) begin
            if ((cpol_sync == 0 && cpha_sync == 0) || (cpol_sync == 1 && cpha_sync == 1)) begin
                read_shift(sel_mode_sync,transmit_count,read_data_buffer);
            end else if (((cpol_sync == 1 && cpha_sync == 0) || (cpol_sync == 0 && cpha_sync == 1))) begin
                 write_shift(sel_mode_sync, write_data_buffer, transmit_count, io_int);
            end
            if(transmit_count <= limit) begin
                read_done <= 1;
                transmit_count <= DATA_WIDTH-1;
            end else begin 
                transmit_count <= transmit_count - 1;
            end 
        end else if(current_state == DUMMY) begin 
            if (dummy_cycle_count == dummy_limit_sync-1) begin 
                dummy_cycle_count <= 0;
                dummy_cycles_done <= 1;
            end else begin
                dummy_cycle_count <= dummy_cycle_count + 1;
            end
        end else if (current_state == FINISH) begin 
                dummy_cycles_done <= 0;
                read_done <= 0;
        end
    end   
end 
always_ff @(negedge sclk or negedge nrst) begin 
    if(~nrst) begin
        transmit_count <= DATA_WIDTH-1;
        dummy_cycles_done <= 0;
    end else begin 
        if(current_state == TRANSMISSION) begin
            if ((cpol_sync == 1 && cpha_sync == 0) || (cpol_sync == 0 && cpha_sync == 1)) begin
                read_shift(sel_mode_sync,transmit_count,read_done,read_data_buffer);
            end else if (((cpol_sync == 0 && cpha_sync == 0) || (cpol_sync == 1 && cpha_sync == 1))) begin
                 write_shift(sel_mode_sync, write_data_buffer, transmit_count, io_int);
            end
            if(transmit_count <= limit) begin
                read_done <= 1;
                transmit_count <= DATA_WIDTH-1;
            end else begin 
                transmit_count <= transmit_count - 1;
            end 
        end else if(current_state == DUMMY) begin 
            if (dummy_cycle_count == dummy_limit_sync-1) begin 
                dummy_cycle_count <= 0;
                dummy_cycles_done <= 1;
            end else begin
                dummy_cycle_count <= dummy_cycle_count + 1;
            end
        end else if (current_state == FINISH) begin 
                dummy_cycles_done <= 0;
                read_done <= 0;
        end
    end   
end 
assign sclk  = chip_select  ? cpol_sync : (cpol_sync ? ~divided_clk : divided_clk);
assign IO[0] = enable_io[0] ? io_int[0] : 1'bz;
assign IO[1] = enable_io[1] ? io_int[1] : 1'bz;
assign IO[2] = enable_io[2] ? io_int[2] : 1'bz;
assign IO[3] = enable_io[3] ? io_int[3] : 1'bz;
endmodule
</file>
==> ci_impl_report.md <==
### Metrics collected by this job

| Metric | Value |
|---|---|
| Status | stopped before the end |
| Halt Stage | synthesis |
| Tool Error | ERROR: Found 33 problems in 'check -assert'. |
| Synth cell types | 51 |
| # Cells Yosys | approximately 430 |
| Commonest flop | dfrtp_1 |
| Post-synth EDFFs | 2 |
| Seq share, synth | 0.565 |
| Post-synth regs | 109 |
| Yosys Warn Count | 5 |
| Chip Area, Yosys | 0.00486 mm² |
| Asr flop ratio synth | 0.982 |
synth_stat cells (4+ instances only):
cell      number  area [µm²]
a21oi_1        4        20.0
and3_1         5        31.3
and4_1         5        43.8
buf_4         12        90.1
dfrtn_1       30         751
dfrtp_1       69        1730
dfstp_2        8         210
ha_1          19         238
inv_1         16        60.1
nand2_1       15        56.3
nand2b_1       4        25.0
nand3_1       20         100
nand4_1       14        87.6
nor2_1        44         165
nor2_2         5        31.3
nor2b_1        4        25.0
nor3_1        20         100
nor4_1        14        87.6
nor4_2         6        75.1
o21ai_0        5        25.0
or3_1          5        31.3
or4_1          5        37.5
xnor2_1       47         412
xor2_1        11        96.3
cells by family after synthesis:
kind of cell	after synthesis	share of synthesized area
compound gates	21	0.0301
xor+xnor	58	0.104
fa+ha+maj	19	0.0489
buf+inv	36	0.0394
flops	109	0.565
mux	3	0.00695
other cells	1	0.000771
simple gates	178	0.205
